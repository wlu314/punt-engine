### /design/flow/run.sh
#!/bin/bash
# OpenROAD 26Q1-2900-gdf79404cd8, Yosys 0.63+post, stock flow scripts
make -C /OpenROAD-flow-scripts/flow DESIGN_CONFIG=/design/flow/config.mk WORK_HOME=/design/flow/orfs finish
### /design/flow/config.mk
export PLATFORM = sky130hd
export DESIGN_NAME = moving_average_accumulator
export DESIGN_NICKNAME = moving_average_accumulator
export VERILOG_FILES = /design/flow/design.v
export SDC_FILE = /design/flow/constraint.sdc
export NUM_CORES = 4
export LEC_CHECK = 1
export CORE_UTILIZATION = 50
### /design/flow/constraint.sdc
current_design moving_average_accumulator

set clk_period 8.7
set clk_io_pct 0.2

create_clock -name clk0 -period $clk_period [get_ports {clk}]

set non_clock_inputs [all_inputs -no_clocks]
set_input_delay [expr $clk_period * $clk_io_pct] -clock clk0 $non_clock_inputs
set_output_delay [expr $clk_period * $clk_io_pct] -clock clk0 [all_outputs]
### /design/flow/design.v
module moving_average_accumulator #(
    parameter integer Exponent     = 3,   
    parameter integer DataWidth    = 16
) (
    input wire clk,
    input wire reset,
    input wire unsigned [DataWidth-1:0] d_in,
    output reg unsigned [DataWidth-1:0] d_out
);
  localparam integer N = 1 << Exponent;
  localparam integer AccWidth = DataWidth + Exponent;
  reg unsigned [AccWidth-1:0] acc;
  reg unsigned [DataWidth-1:0] sample_buffer[N];
  integer oldest_index;
  integer i;
  always_ff @(posedge clk or posedge reset) begin
    if (reset) begin
      acc   <= '0;
      d_out <= '0;
      for (i = 0; i < N; i++) begin
        sample_buffer[i] <= '0;
      end
      oldest_index <= 0;
    end else begin
      acc <= acc
       - {
           {(AccWidth - DataWidth){sample_buffer[oldest_index][DataWidth-1]}},
           sample_buffer[oldest_index]
         }
       + {{(AccWidth - DataWidth){d_in[DataWidth-1]}}, d_in};
      sample_buffer[oldest_index] <= d_in;
      oldest_index <= (oldest_index + 1) % N;
      d_out <= acc[AccWidth-1:Exponent];   
    end
  end
endmodule
==> Changelog: implementation <==
## Flow update

- Global-route wire length before repair: 29770 um
- Ys async rst share: 1.000
- PortBufs: 33
- Area leader share: 0.5261
- Outcome: finished clean
- All-Layer GR Usage: 0.2547
- Cell with the most instances after synthesis: nand2_1
- CTS resizes: 0
- Slew Limit Fails: 0
- ANT nets after route: 0
- Die Span Y: 127.7 um
- Maxcap violations: 0
- CTS buffer count: 17
- Leakage power: 3.997 nW
- Mapped Avg Cell Area: 11.48 um2
- Mapped Area: 7896 um2
- Die W: 127.7 um
- Final worst path period need: 4.622 ns
- Worst min-delay path class: flip-flop to flip-flop
- Core Util at FP: 0.5156
- Post-Layout Cell Count: 951
- CP Class: flip-flop to flip-flop
- CP Data Required Time: 9.00 ns
- Top cells by area: dfrtp_1, mux2_2, nand2_1, fa_1, ha_1
- Layout overhead on the synthesized area: 15.23%
- Setup TNS: 0 ns
- RSZ-0062 raised after global routing: no
- Tightest Pin Transition: 0.8507 ns
- Late-Pin Clk Latency: 0.42 ns
- Share of layout cells above drive strength 1: 0.2081
- CTS clk-pin slew, worst paths: 0.06 ns
- Post-synthesis chip area from yosys: 7896 um2
- Drt total wl: 18220 um
- Synth warnings: 2
- First-pass DRT Iterations: 5
- Setup bufs post-CTS: 0
- Total die size: 16300 um2
- Synth flops: 166
- Fin Hold WS: 0.3786 ns
- Routed via count: 5324
- Design area: 9099 um2
- Power per cell area: 277.2 nW/um2
- Starting DRT DRC Count: 490
- Slew margin rel.: 0.4328
- Crit-path max FO: 18
- Critical path capture point type: flip-flop
- Commonest cells in the synthesized netlist: nand2_1, dfrtp_1, mux2_2, o21ai_0, ha_1
- Max Clock Freq: 216.4 MHz
- Placed cell area: 8503 um2
- Site Rows: 45
- Crit share post-route: 0.5312
- Tool warnings: 30
- Routed len/inst: 19.15 um
- Max Root-Sink Buffers: 2
- Number of enable flip-flop cells: 0
- # fillers: 1231
- Pin count of the biggest net entering global routing: 67
- H-tree lvl count: 4
- GPL Wtd Cong: 0.8334
- Cell count after synthesis: 688
- Yosys cell types: 49
- Hold buffer count at CTS: 0
- Post-synth seq share: 0.5261
- Final setup viols: 0
- DRC Markers: 0
- HPWL after DPL: 11730 um
- # Cells Yosys: 688
- Total power: 0.002522 W
- CTS Sinks: 166
- Worst endpoint data arrival time: 4.93 ns
- Clock skew: 0.007397 ns
- Ant diodes: 0
- # IOs: 34
- Total gr overflow: 0
- Yosys top cell by area: dfrtp_1
- Most common reg cell: dfrtp_1
- Vias per Instance: 5.598
- Critical Path Source Type: flip-flop
- Final Hold Fails: 0
- Clock Tree Root: clkbuf_16
- Vias in the first global route: 5467
- Post-placement cell count: 919
- Initial antenna violation count: 0
- CTS tree: built
- Core Area: 15310 um2
- Max IR drop VDD: 0.0001665 V
cell type report:
cell class / instances / area, um2 / share of cell area
Timing Repair Buffer: 50 / 457.9 / 0.05033
Sequential cell: 166 / 4154 / 0.4565
Inverter: 26 / 102.6 / 0.01128
Tap cell: 211 / 264.0 / 0.02902
Clock inverter: 11 / 125.1 / 0.01375
Clock buffer: 21 / 470.5 / 0.05171
Multi-Input combinational cell: 466 / 3525 / 0.3874
sequential cells by signal (all words and copies together) (netlist names):
signal / count
acc: 19
sample_buffer: 128
oldest_index: 3
d_out: 16
kinds of logic (layout without fill, tap and decap cells):
family	Yosys count	in the layout	synth area share
AOI/OAI and AO/OA	97	97	0.09238
and+or+nand+nor	213	213	0.1131
buffers and inverters	56	108	0.02757
DFF	166	166	0.5261
xor gates and xnor gates	18	18	0.01996
muxes	94	94	0.1341
adders and majority gates	44	44	0.08683
metrics by stage:
step / worst slack [ns] / utilization
global route: 3.790 / 0.5941
global placement: 3.894 / 0.5552
finish: 4.078 / 0.5941
floorplan: 2.470 / -
CTS: 4.044 / 0.5941
detailed placement: 3.899 / 0.5552
path summary, 6_finish.rpt:
| path | startpoint | end | slack [ns] | depth (start not counted) |
|---|---|---|---|---|
| max in group asynchronous | reset | sample_buffer[7][13] | 5.74 | 3 |
| worst min register to register | acc[4] | d_out[1] | 0.38 | 0 |
| worst max register to register | oldest_index[2] | acc[14] | 4.08 | 14 |
| min in group asynchronous | reset | sample_buffer[6][1] | 1.78 | 2 |
| worst min-delay path | acc[4] | d_out[1] | 0.38 | 0 |
| worst max-delay path | oldest_index[2] | acc[14] | 4.08 | 14 |
worst max-delay path: stages, from the launching register on:
cell      delay (ns)
dfrtp_1         0.67
inv_2           0.20
ha_1            0.50
buf_4           0.33
a222oi_1        0.26
nand4_1         0.13
o21ai_0         0.14
fa_1            0.51
fa_1            0.51
a21o_1          0.23
a221oi_4        0.37
o311a_4         0.26
o21ai_2         0.08
a211oi_2        0.25
nor3b_2         0.06
placed cells by master (no fill, tap or decap), types with 2 or more instances in the layout:
cell type / synthesis / routed
a211oi_2: 2 / 2
o21ai_0: 34 / 34
a41oi_1: 2 / 2
clkbuf_8: 0 / 3
a211oi_1: 2 / 2
fa_1: 18 / 18
buf_4: 0 / 17
bufinv_16: 0 / 2
nor2_1: 8 / 8
clkdlybuf4s50_1: 0 / 33
xor2_1: 4 / 4
a22oi_1: 3 / 3
dfrtp_1: 166 / 166
inv_1: 25 / 24
clkinv_2: 0 / 3
mux2_2: 94 / 94
o2111ai_1: 3 / 3
a222oi_1: 19 / 19
nand3_1: 3 / 3
clkinvlp_4: 0 / 2
a221oi_1: 2 / 2
nand2_1: 175 / 175
xnor2_1: 14 / 14
and2_1: 3 / 3
nor2b_1: 3 / 3
clkinv_4: 0 / 4
ha_1: 26 / 26
nand4_1: 11 / 11
a21oi_1: 10 / 10
a21o_1: 6 / 6
nand2b_1: 2 / 2
and4_1: 2 / 2
clkbuf_16: 0 / 17
layer usage:
metal  part of all wire  global-route usage  wire length, um  vias up
met5                  0                   0                0        -
met1               0.48              0.4344             8655     2667
li1                   -                   -                -     2491
met3              0.052             0.04592              940       18
met2               0.46              0.3719             8318      148
met4              0.016             0.04083              300        0
power by group:
group	total [W]	internal, W	switching [W]
Sequential	0.000960	0.000899	0.0000605
Clock	0.000749	0.000446	0.000304
Combinational	0.000813	0.000405	0.000408
Total	0.00252	0.00175	0.000772
Power figures rest on the tool's default switching activity, not on a simulated workload.
